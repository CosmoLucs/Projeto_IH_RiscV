**flow/config.mk**
```make
export PLATFORM = sky130hd
export DESIGN_NAME = alu
export DESIGN_NICKNAME = alu
export VERILOG_FILES = /design/flow/design.v
export SDC_FILE = /design/flow/constraint.sdc
export NUM_CORES = 4
export LEC_CHECK = 1
export CORE_UTILIZATION = 50
```
**flow/constraint.sdc**
```tcl
current_design alu

set clk_period 27.1
set clk_io_pct 0.2

create_clock -name clk0 -period $clk_period

set non_clock_inputs [all_inputs -no_clocks]
set_input_delay [expr $clk_period * $clk_io_pct] -clock clk0 $non_clock_inputs
set_output_delay [expr $clk_period * $clk_io_pct] -clock clk0 [all_outputs]
```
**flow/design.v**
```verilog
package Pipe_Buf_Reg_PKG;
  typedef struct packed {
    logic [8:0]  Curr_Pc;
    logic [31:0] Curr_Instr;
  } if_id_reg;
  typedef struct packed {
    logic        ALUSrc;
    logic        MemtoReg;
    logic        RegWrite;
    logic        MemRead;
    logic        MemWrite;
    logic [1:0]  ALUOp;
    logic        Branch;
    logic [8:0]  Curr_Pc;
    logic [31:0] RD_One;
    logic [31:0] RD_Two;
    logic [4:0]  RS_One;
    logic [4:0]  RS_Two;
    logic [4:0]  rd;
    logic [31:0] ImmG;
    logic [2:0]  func3;
    logic [6:0]  func7;
    logic [31:0] Curr_Instr;
  } id_ex_reg;
  typedef struct packed {
    logic        RegWrite;
    logic        MemtoReg;
    logic        MemRead;
    logic        MemWrite;
    logic [31:0] Pc_Imm;
    logic [31:0] Pc_Four;
    logic [31:0] Imm_Out;
    logic [31:0] Alu_Result;
    logic [31:0] RD_Two;
    logic [4:0]  rd;
    logic [2:0]  func3;
    logic [6:0]  func7;
    logic [31:0] Curr_Instr;
  } ex_mem_reg;
  typedef struct packed {
    logic        RegWrite;
    logic        MemtoReg;
    logic [31:0] Pc_Imm;
    logic [31:0] Pc_Four;
    logic [31:0] Imm_Out;
    logic [31:0] Alu_Result;
    logic [31:0] MemReadData;
    logic [4:0]  rd;
    logic [31:0] Curr_Instr;
  } mem_wb_reg;
endpackage
`timescale 1ns / 1ps
module alu#(
        parameter DATA_WIDTH = 32,
        parameter OPCODE_LENGTH = 4
        )
        (
        input logic [DATA_WIDTH-1:0]    SrcA,
        input logic [DATA_WIDTH-1:0]    SrcB,
        input logic [OPCODE_LENGTH-1:0]    Operation,
        output logic[DATA_WIDTH-1:0] ALUResult
        );
        always_comb
        begin
            case(Operation)
                4'b0000:         
                        ALUResult = SrcA & SrcB;
                4'b0001:         
                        ALUResult = SrcA | SrcB;  
                4'b0010:         
                        ALUResult = $signed(SrcA) + $signed(SrcB);
                4'b0011:         
                        ALUResult = SrcA - SrcB;
                4'b0100:         
                        ALUResult = SrcA ^ SrcB;
                4'b0101:         
                        ALUResult = SrcA >>> $signed(SrcB[4:0]);
                4'b0110:         
                        ALUResult = SrcA << $signed(SrcB[4:0]);
                4'b0111:         
                        ALUResult = $signed(SrcA) >> $signed(SrcB[4:0]);
                4'b1000:         
                        ALUResult = (SrcA == SrcB) ? 1 : 0;
                4'b1001:         
                        ALUResult = ($signed(SrcA) < $signed(SrcB)) ? 1 : 0;
                4'b1010:        
                        ALUResult = (SrcA != SrcB) ? 1 : 0;
                4'b1011:        
                        ALUResult = ($signed(SrcA) < $signed(SrcB)) ? 1 : 0;
                4'b1100:        
                        ALUResult = (($signed(SrcA) > $signed(SrcB)) || ($signed(SrcA) == $signed(SrcB))) ? 1 : 0;
                default:
                        ALUResult = 0;
            endcase
        end
endmodule
```
**flow/run.sh**
```bash
#!/bin/bash
# OpenROAD 26Q1-2900-gdf79404cd8, Yosys 0.63+post, stock flow scripts
make -C /OpenROAD-flow-scripts/flow DESIGN_CONFIG=/design/flow/config.mk WORK_HOME=/design/flow/orfs finish
```
==> flow_summary.rst <==
Flow metrics
------------

.. list-table::
   :header-rows: 1

   * - Metric
     - Value
   * - Yosys cell count
     - 1246
   * - GRT Residual Overflow
     - 0
   * - Setup violations, final
     - 0
   * - Arrival @ worst endpoint
     - between 10000 and 15000 ps
   * - Number of hold violations in the final report
     - 0
   * - Number of instances resized during post-cts repair
     - 0
   * - Dpl ws
     - ~12000 ps
   * - Routing layer with the top usage in global route
     - met1
   * - HP Class
     - in -> out
   * - Routed wire length
     - between 30000 and 40000 um
   * - Number of setup buffers added after CTS
     - 0
   * - Startpoint of the most critical hold path
     - SrcB[6]
   * - Flip-flop and latch count
     - 0
   * - CP required
     - ~22000 ps
   * - Routed wire length per instance
     - 23.82 um
   * - Post-route ant nets
     - 0
   * - Cells after Synth
     - between 1000 and 1500
   * - CP delay by family, top
     - buffers and inverters
   * - Top cell excl fill/tap
     - sky130_fd_sc_hd__nor2_1
   * - Share of final-layout standard cells stronger than drive strength 1
     - ~5.1%
   * - Maximum clock frequency
     - between 60 and 70 MHz
   * - Most frequently placed logic cells in the final layout
     - sky130_fd_sc_hd__nor2_1 (153), sky130_fd_sc_hd__o21ai_0 (126), sky130_fd_sc_hd__a21oi_1 (117)
   * - Slew at the pin closest to its max-slew limit
     - slightly above 900 ps
   * - Number of logged tool warnings
     - between 90 and 100
   * - Period minus WS final
     - roughly 16000 ps
   * - Met1 track demand over resource in global routing
     - roughly 65%
   * - Power spent charging and discharging nets
     - roughly 0.12 mW
   * - Setup_tns
     - 0 ps
   * - Count of clock-net buffers in the final layout
     - 0
   * - Cell types occupying the most area after synthesis
     - sky130_fd_sc_hd__ha_1 (15%), sky130_fd_sc_hd__o21ai_0 (7.8%), sky130_fd_sc_hd__a21oi_1 (7.2%)
   * - Global router's overall resource usage
     - between 40% and 50%
   * - Headroom to the max-slew limit
     - about two fifths
   * - Signed area change from the synthesized netlist to the final layout
     - 12.66%
   * - Number of design rule violations left after detail routing
     - 0
   * - Kind of end point of the critical path
     - output pin
   * - Setup slack after layout
     - 11360 ps
   * - Launching element type of the critical path
     - input pin
   * - Iteration count of the initial detailed-routing pass
     - 6
   * - Cell depth of the worst setup path
     - 15
   * - Cells traversed along the worst timing path
     - clkdlybuf4s50_1 -> buf_4 -> clkinv_1 -> ha_1 -> inv_1 -> a221oi_1 -> a211oi_1 -> buf_4 -> o211ai_1 -> and3_1 -> o32ai_1 -> a31oi_1 -> xnor2_1 -> o221ai_1 -> clkdlybuf4s50_1
   * - Worst IR drop on VDD
     - 0.01254 mV
   * - Register cell area after layout
     - 0 um2
   * - Final weighted congestion in routability-driven placement
     - 1.136
   * - Die outline height
     - 129.4 um
   * - Sw Ratio
     - 60.56%
   * - Max-cap violations
     - 0
   * - First-pass GRT wire length
     - 52990 um
   * - Initial antenna violation count
     - 0
   * - Fill count
     - roughly 1600
   * - Ratio of final minimum period to clock period
     - 58.09%
   * - Area share of the leading cell type in the synthesized netlist
     - approximately 15%
   * - Top Ports
     - approximately 100
   * - Post-synth design cell area
     - a little over 8000 um2
   * - Critical Path Fanout Max
     - ~46
   * - Placement row count
     - 46
   * - Delay of the slowest cell on the worst path
     - 680 ps
   * - Outcome
     - finished clean
   * - GR Util met3
     - about 9.3%
   * - Cell Count Post-Placement
     - 1487
   * - Detailed router's first-iteration violation count
     - between 1000 and 1500
   * - CP endpoint
     - ALUResult[25]
   * - Pin count of the biggest net entering global routing
     - roughly 77
   * - Power per unit of standard cell area
     - about 22 nW/um2
   * - Final Slew Violations
     - 0
   * - Area of the synthesized netlist per yosys stat
     - 8112 um2
   * - Via count of the routed design
     - 10060
   * - Power, Total
     - between 0.15 and 0.2 mW
   * - Vias per Instance
     - around 6.8
   * - Number of global-route vias before repair
     - slightly below 9000
   * - # port buffers
     - around 100
   * - Die Size
     - 16740 um2
   * - Slowest cell on the critical path
     - sky130_fd_sc_hd__clkinv_1
   * - Type of the worst setup path
     - in -> out
   * - Core region area
     - between 15000 and 20000 um2
   * - Post-synthesis cell type with the largest combined area
     - sky130_fd_sc_hd__ha_1
   * - Met2 track demand over resource in global routing
     - about three fifths
   * - Sum of buffers and inverters on the critical path
     - 6
   * - Synthesized area per cell
     - between 6 and 7 um2
   * - Synth Seq Share
     - 0%
   * - Init Core Util
     - 51.06%
   * - Leakage power of the design
     - between 3 and 4 nW
   * - Unrepaired setup endpoints after global routing
     - false
   * - Unique masters post-synth
     - between 70 and 80
   * - # hold bufs at CTS
     - 0
   * - Critical path origin
     - SrcB[4]
   * - Detailed placement HPWL
     - around 28000 um
   * - Yosys synthesis warning count
     - 1
   * - Cell internal power dissipation
     - 0.07764 mW
   * - Final Instance Count excl. Fillers
     - between 1000 and 1500
   * - Die Wd
     - ~130 um
[per-layer routing]
| layer | routed length [um] | part of all wire [%] |
|---|---|---|
| met1 | 15630 | 44 |
| met3 | 4165 | 12 |
| met4 | 1004 | 2.8 |
| met5 | 0 | 0 |
| met2 | 14650 | 41 |
[metrics by stage]
step	instance area (um2)	utilization [%]	hold slack, ps
finish	9139	57.53	11980
global route	9136	57.51	12070
CTS	9136	57.51	11990
detailed placement	9136	57.51	11990
global placement	9136	57.51	11990
floorplan	8112	-	11050
[power groups by stage]
stage | logic (mW) | registers, mW | clock network, mW
4_1_cts | 0.190 | 0 | 0
5_1_grt | 0.210 | 0 | 0
[logic make-up after synthesis]
family,Yosys count,share of synthesized area [%]
compound gates,467,37.30
simple gates,377,21.41
buf+inv,193,9.162
fa+ha+maj,99,15.46
mux,83,13.76
xor+xnor,27,2.915
[area by class of cell]
class | count | area (um2) | share of cell area [%]
tap | 216 | 270.3 | 2.957
inverter | 101 | 379.1 | 4.148
timing repair buffer | 117 | 1106 | 12.10
multi-input combinational | 1053 | 7381 | 80.76
antenna | 1 | 2.502 | 0.02738
[cell usage after synthesis (all sizes together), types with 20 or more instances]
cell type and number:
nor2 153, o21ai 131, a21oi 117, inv 100, ha 97, nand2 79
clkbuf 66, mux2i 53, nor3 31, a211oi 28, buf 26, xnor2 24
mux4 22, nand3 21, a221oi 20
[worst min-delay path by stage]
| stage | slack (ps) | end | cells after the start |
|---|---|---|---|
| 6_report | 11980 | ALUResult[6] | 5 |
| 5_1_grt | 12070 | ALUResult[6] | 5 |
| 4_1_cts | 11990 | ALUResult[6] | 5 |
Power is estimated from default activity; no workload was simulated.
