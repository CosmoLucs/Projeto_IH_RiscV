==> ./design.v <==
package Pipe_Buf_Reg_PKG;
  typedef struct packed {
    logic [8:0]  Curr_Pc;
    logic [31:0] Curr_Instr;
  } if_id_reg;
  typedef struct packed {
    logic        ALUSrc;
    logic        MemtoReg;
    logic        RegWrite;
    logic        MemRead;
    logic        MemWrite;
    logic [1:0]  ALUOp;
    logic        Branch;
    logic [8:0]  Curr_Pc;
    logic [31:0] RD_One;
    logic [31:0] RD_Two;
    logic [4:0]  RS_One;
    logic [4:0]  RS_Two;
    logic [4:0]  rd;
    logic [31:0] ImmG;
    logic [2:0]  func3;
    logic [6:0]  func7;
    logic [31:0] Curr_Instr;
  } id_ex_reg;
  typedef struct packed {
    logic        RegWrite;
    logic        MemtoReg;
    logic        MemRead;
    logic        MemWrite;
    logic [31:0] Pc_Imm;
    logic [31:0] Pc_Four;
    logic [31:0] Imm_Out;
    logic [31:0] Alu_Result;
    logic [31:0] RD_Two;
    logic [4:0]  rd;
    logic [2:0]  func3;
    logic [6:0]  func7;
    logic [31:0] Curr_Instr;
  } ex_mem_reg;
  typedef struct packed {
    logic        RegWrite;
    logic        MemtoReg;
    logic [31:0] Pc_Imm;
    logic [31:0] Pc_Four;
    logic [31:0] Imm_Out;
    logic [31:0] Alu_Result;
    logic [31:0] MemReadData;
    logic [4:0]  rd;
    logic [31:0] Curr_Instr;
  } mem_wb_reg;
endpackage
`timescale 1ns / 1ps
module BranchUnit #(
    parameter PC_W = 9
) (
    input logic [PC_W-1:0] Cur_PC,
    input logic [31:0] Imm,
    input logic Branch,
    input logic [31:0] AluResult,
    output logic [31:0] PC_Imm,
    output logic [31:0] PC_Four,
    output logic [31:0] BrPC,
    output logic PcSel,
    input logic [6:0] opcode
);
  logic Branch_Sel;
  logic [31:0] PC_Full;
  logic halt;
  assign PC_Full = {23'b0, Cur_PC};
  assign halt = opcode == 7'b1111111;
  assign PC_Four = PC_Full + 32'b100;
  assign PC_Imm = halt ? PC_Full : PC_Full + Imm;
  assign Branch_Sel = halt || (Branch && AluResult[0]);   
  assign BrPC = (Branch_Sel) ? PC_Imm : 32'b0;   
  assign PcSel = Branch_Sel;   
endmodule
==> ./run.sh <==
#!/bin/bash
# OpenROAD 26Q1-2900-gdf79404cd8, Yosys 0.63+post, stock flow scripts
make -C /OpenROAD-flow-scripts/flow DESIGN_CONFIG=/design/flow/config.mk WORK_HOME=/design/flow/orfs finish
==> ./config.mk <==
export PLATFORM = sky130hd
export DESIGN_NAME = BranchUnit
export DESIGN_NICKNAME = BranchUnit
export VERILOG_FILES = /design/flow/design.v
export SDC_FILE = /design/flow/constraint.sdc
export NUM_CORES = 4
export LEC_CHECK = 1
export CORE_AREA = 10 10 98 98
export DIE_AREA = 0 0 108 108
==> ./constraint.sdc <==
current_design BranchUnit

set clk_period 16.1
set clk_io_pct 0.2

create_clock -name clk0 -period $clk_period

set non_clock_inputs [all_inputs -no_clocks]
set_input_delay [expr $clk_period * $clk_io_pct] -clock clk0 $non_clock_inputs
set_output_delay [expr $clk_period * $clk_io_pct] -clock clk0 [all_outputs]
==> metrics.log <==
[report] implementation figures
INFO  metric run_status = finished, final reports clean
INFO  metric number_of_resized_instances_in_the_post_cts_repair_step = 0
INFO  metric hold_ws = 7.33 ns
INFO  metric synth_cell_type_count = 39
INFO  metric cpLargestDelayFamily = AND-OR/OR-AND gates
INFO  metric worst_path_most_repeated_cell = clkdlybuf4s50_1
INFO  metric grt_setup_unrepaired = false
INFO  metric layout_setup_ws = 6.56 ns
INFO  metric io-pin-count = 178
INFO  metric placement.io_buffers = 125
INFO  metric dieArea = 11,700 um2
INFO  metric final.min_clock_period = 9.54 ns
INFO  metric first_iter_violations = 114
INFO  metric final_util = 40.6%
INFO  metric final_hold_viol_count = 0
INFO  metric final_cells = 510
INFO  metric globalRouteMet1Util = 17.2%
INFO  metric warning_count = 63
INFO  metric cts_setup_buffers = 0
INFO  metric pwr_density_cell = 25.4 nW/um2
INFO  metric route.final.wire_length = 7890 um
INFO  metric timing.critical_path.cells = clkdlybuf4s50_1, ha_1, fa_1, a21o_1, a221oi_2, o21a_1, o21ai_0, a21oi_1, clkdlybuf4s50_1
INFO  metric synthesis.area_per_instance = 6.27 um2
INFO  metric die.size.y = 108 um
INFO  metric ys.warnings.count = 0
INFO  metric vias_per_cell = 4.73
INFO  metric required_time_at_the_endpoint_of_the_critical_path = 12.88 ns
INFO  metric final-seq-area = 0 um2
INFO  metric met3_usage = 2.95%
INFO  metric timing.critical_path.arrival = 6.32 ns
INFO  metric timing.max_slew.rel_slack = 60.2%
INFO  metric worstHoldPathType = input port to output pin
INFO  metric setup.worst_path.class = input port to output pin
INFO  metric setup_total_negative_slack = 0 ns
INFO  metric num_antenna_cells = 0
INFO  metric number_of_antenna_violations_at_the_first_check_in_global_routing = 0
INFO  metric timing_max_transition_violations_final = 0
INFO  metric final_antenna_net_count = 0
INFO  metric clock_buffers = 0
INFO  metric leakagePower = 1.16 nW
INFO  metric yosysSeqAreaShare = 0%
INFO  metric dp_cells = 510
INFO  metric cp-end-kind = output pin
INFO  metric std_cell_rows = 32
INFO  metric post-route-drc-count = 0
INFO  metric startpoint_class = input port
INFO  metric layout.cells.most_common = clkdlybuf4s50_1
INFO  metric cp_num_buf_inv = 2
INFO  metric grt_max_degree = 30
INFO  metric groute.layer.met2.usage = 21.4%
INFO  metric detailedRoute.firstPassIterationCount = 4
INFO  metric layout_top_cells_excl_fill_tap = clkdlybuf4s50_1 (125), nand2_1 (50), a21oi_1 (36)
INFO  metric peakVddDrop = 10.0 uV
INFO  metric first_global_vias = 2,385
INFO  metric leftover_overflow_at_the_end_of_global_routing = 0
INFO  metric sequential_cell_total = 0
INFO  metric critical-path-slowest-cell = clkdlybuf4s50_1
INFO  metric detailroute.via_count = 2,413
INFO  metric globalplace.congestion = 0.767
INFO  metric comb_area = 1680 um2
INFO  metric drv.max_cap_violation_count = 0
INFO  metric synth.cell_area = 1850 um2
INFO  metric floorplan.initialDensity = 24.2%
INFO  metric max_slew.worst_pin.slew = 0.597 ns
INFO  metric achievable-frequency = 0.105 GHz
INFO  metric worst-path-max-fanout = 10
INFO  metric grt_use_total = 12.7%
INFO  metric pre_cts_slack = 6.56 ns
INFO  metric setup-violations-final = 0
INFO  metric dp.final_hpwl = 6490 um
INFO  metric timing.critical_path.slowest_cell_delay = 0.50 ns
INFO  metric layout.filler_cells = 792
INFO  metric grt_first_pass_wirelength = 12,300 um
INFO  metric hold_buffers = 0
INFO  metric finalCritPeriodShare = 59.2%
INFO  metric top_usage_layer = met2
INFO  metric placeableCoreArea = 7650 um2
INFO  metric syn_inst = 295
INFO  metric wl_per_cell = 15.5 um
INFO  metric post_route_cells_drive_above_1_share = 5.15%
INFO  metric die-width = 108 um
INFO  metric synth_chip_area = 1850 um2
INFO  metric synthToLayoutAreaGrowth = 68.1%
INFO  metric yosys-stat-cells = 295
==> routing by layer <==
| layer | vias to the layer above | share of wire (%) |
|---|---|---|
| met5 | - | 0 |
| met2 | 73 | 48 |
| li1 | 1246 | - |
| met3 | 0 | 7.2 |
| met1 | 1094 | 44 |
| met4 | 0 | 0 |
==> power by group <==
group	switching [mW]	leakage (nW)	internal, mW
registers	0	0	0
clock network	0	0	0
logic	0.0309	1.16	0.0479
==> area by class of cell <==
type                       instances  share of cell area [%]
tap                              102                    4.11
timing repair buffer             130                    41.5
multi-input combinational        274                    53.9
inverter                           4                   0.483
==> cell usage after synthesis (7+ instances only) <==
cell       n  area share (%)
nand2_1   50              10
a21oi_1   36             9.7
buf_4     25              10
mux2i_1   21              11
o21ai_0   17             4.6
nand3_1   16             4.3
nor2_1    12             2.4
clkbuf_1  11             2.2
nand2b_1  11             3.7
or2_2     11             3.7
ha_1      10             6.8
nand4_1    7             2.4
or3_1      7             2.4
==> worst paths after layout <==
path              startpoint         end  slack [ns]  depth (start not counted)
setup / recovery   Cur_PC[0]    BrPC[12]        6.56                          9
hold / removal     Cur_PC[0]  PC_Four[0]        7.33                          2
==> logic make-up after synthesis <==
group | count (synthesis) | share of synthesized area (%)
xor+xnor | 12 | 5.68
other cells | 1 | 0.203
simple gates | 130 | 35.3
compound gates | 78 | 25.9
fa+ha+maj | 11 | 7.85
mux | 21 | 11.4
buf+inv | 42 | 13.7
==> per-stage QoR <==
step	area, um2	power (mW)
global route	3110	0.0878
finish	3110	0.0789
detailed placement	3110	0.0799
global placement	3110	0.0795
CTS	3110	0.0803
floorplan	1930	0.0316
Power and IR drop assume default switching activity.
